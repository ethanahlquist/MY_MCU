`config.mk`:
```
export PLATFORM = sky130hd
export DESIGN_NAME = REG_FILE
export DESIGN_NICKNAME = REG_FILE
export VERILOG_FILES = /design/flow/design.v
export SDC_FILE = /design/flow/constraint.sdc
export NUM_CORES = 4
export LEC_CHECK = 1
export CORE_UTILIZATION = 40
```
`constraint.sdc`:
```
current_design REG_FILE

set clk_period 4.2
set clk_io_pct 0.2

create_clock -name clk0 -period $clk_period [get_ports {CLK}]

set non_clock_inputs [all_inputs -no_clocks]
set_input_delay [expr $clk_period * $clk_io_pct] -clock clk0 $non_clock_inputs
set_output_delay [expr $clk_period * $clk_io_pct] -clock clk0 [all_outputs]
```
`design.v`:
```
`timescale 1ns / 1ps
module REG_FILE(
    input WR,CLK,
    input [4:0] ADRX,
    input [4:0] ADRY,
    input [7:0] DIN,
    output logic [7:0] DX_OUT,
    output logic [7:0] DY_OUT
    );
    logic [7:0] ram [0:31];
    initial
    begin
      int i;
      for (i=0; i<32; i++) begin
        ram[i] = 0;
      end
    end
      always_comb
    begin
        DX_OUT = ram[ADRX];
        DY_OUT = ram[ADRY];
    end
    always_ff @(posedge CLK)
    begin
        if (WR == 1)begin
            ram[ADRX] <= DIN;
        end
    end
endmodule
```
`run.sh`:
```
#!/bin/bash
# OpenROAD 26Q1-2900-gdf79404cd8, Yosys 0.63+post, stock flow scripts
make -C /OpenROAD-flow-scripts/flow DESIGN_CONFIG=/design/flow/config.mk WORK_HOME=/design/flow/orfs finish
```
==> flow_metrics.tcl <==
# collected from the flow reports
set metrics [dict create \
    io_pins 36 \
    yosys_warnings 1 \
    grt_util_all_layers_pct 23.6 \
    dp_hpwl_mm 20.7 \
    yosys-stat-area_um2 11800 \
    ys_sh_xor_pct 0 \
    clk_root_buffer_cell "clkbuf_16" \
    chip_area_um2 30100 \
    rsz0062_at_grt "no" \
    yosys.area.top_type_share_pct 65.3 \
    cap_viol_max_count 0 \
    post_cts_resized 0 \
    tightest_slew_ps 606 \
    reg_top3 "ram (256)" \
    fp.dieW_um 174 \
    arrival_ps 3120 \
    status "finished, final reports clean" \
    peakVddDrop_mv 0.298 \
    htree_levels 1 \
    area_growth_syn_to_layout_pct 17.2 \
    adder_share_pct 0 \
    simple_gate_share_pct 2.70 \
    topCombFamilyByArea "multiplexers" \
    grt_overflow_total 0 \
    dpl_cell_area_um2 13000 \
    avgRoutedWirePerCell_um 30.0 \
    postSynthSeqShare_pct 65.3 \
    viasPerCell 5.99 \
    cp-start-kind "input pin" \
    crit_required_ps 3360 \
    rows 62 \
    crit_end "DY_OUT[4]" \
    end_kind "output pin" \
    antenna_found_initial 0 \
    avgSynthCellArea_um2 21.7 \
    drt_iter0_drc 380 \
    ys_ff 256 \
    placed_cells 985 \
    synth_cell_types 20 \
    finalHoldViolCount 0 \
    drive_gt1_share_pct 40.0 \
    syn_inst 543 \
    area_leaders "edfxtp_1, mux4_2, a22oi_1, nor2_1, mux2_2" \
    report.final.slew_viol_count 0 \
    grt_pass1_vias 7319 \
    vias 6190 \
    hp-class "in2reg" \
    clk_pin_slew_ps 60 \
    setup_viol 0 \
    warnings 25 \
    fp_util_pct 40.8 \
    mostFrequentLayoutCell "edfxtp_1" \
    drcViolationCount 0 \
    worstSetupStartpoint "ADRY[0]" \
    diodes 0 \
    antenna_left 0 \
    tns_ps 0 \
    die_height_um 174 \
    syn_area_um2 11800 \
    holdWs_ps 1130 \
    cpMostUsedCell "mux4_2" \
    postCtsSetupBuffers 0 \
    numClockSinks 256 \
    slew_headroom_pct 59.6 \
    fin_area_um2 13800 \
    clock.fmax_mhz 252 \
    synthMuxAreaShare_pct 28.3 \
    tritoncts "done" \
    ys_cells 543 \
    final_cells 1034 \
    gp_congestion 0.891 \
    yosys.area.top_type "edfxtp_1" \
    final_cell_mix "edfxtp_1, mux4_2, buf_4" \
    grt_max_degree 41 \
    crit_type "in2out" \
    io_buffers 35 \
    p_per_area_nw_per_um2 402 \
    p_leak_nw 4.31 \
    top_register "ram" \
    core_um2 28900 \
    drt_wl_total_mm 31.0 \
    drtPass1Iterations 4 \
    crit_path_max_fanout 19 \
    yosys.area_share.aoi_pct 2.04 \
    grt_pass1_wl_mm 46.0 \
    path_cells "buf_4 > buf_12 > mux4_2 > mux4_2 > mux2_2 > clkdlybuf4s50_1" \
    clock_path_buffers 3 \
    fin_crit_sh_pct 94.4 \
    cp_slowest_cell "mux4_2" \
    period_needed_ps 3960 \
    largest_reg_flops 256 \
    cpPeakStageDelay_ps 540 \
    design_power_total_mw 5.54 \
    cts_buffers 27 \
    hold_buffers 0 \
]
[synthesized netlist by cell type]
master	instances
edfxtp_1	256
mux4_2	144
nor2_1	33
a22oi_1	32
clkbuf_1	17
buf_1	11
mux2_2	8
nand4_1	8
buf_2	7
buf_4	6
nand3b_1	5
and3b_1	3
nor3b_1	3
or3b_2	3
nand3_1	2
and3_1	1
buf_6	1
nand2_1	1
nor3_1	1
or3_1	1
[worst max-delay path: cells and delay by family]
kind / cells / cell delay, ps
buffers and inverters: 3 / 890
multiplexers: 3 / 1380
[per-stage QoR]
stage | utilization [%] | setup WS, ps
6_report | 47.8 | 236
3_3_place_gp | 45.0 | 198
3_5_place_dp | 45.0 | 202
2_1_floorplan | - | 852
4_1_cts | 47.8 | 193
5_1_grt | 47.8 | 110
[worst min-delay path by stage]
stage | startpoint | endpoint | depth (start not counted)
5_1_grt | DIN[6] | ram[24][6]$_DFFE_PP_ | 2
6_report | DIN[3] | ram[14][3]$_DFFE_PP_ | 2
4_1_cts | DIN[3] | ram[31][3]$_DFFE_PP_ | 2
[routing by layer]
| layer | vias up | part of all wire, % | GRT usage, % |
|---|---|---|---|
| li1 | 2600 | - | - |
| met1 | 3139 | 32 | 28.3 |
| met2 | 366 | 52 | 37.7 |
| met3 | 85 | 13 | 13.9 |
| met4 | 0 | 3.5 | 6.21 |
| met5 | - | 0 | 0.481 |
[power breakdown]
part | internal, mW | total, mW | switching (mW) | leakage, nW
Clock | 1.25 | 2.19 | 0.943 | 0.399
Sequential | 2.84 | 2.86 | 0.0130 | 2.31
Combinational | 0.253 | 0.495 | 0.241 | 1.61
[final cells by class]
cell class | instances | area (um^2)
Sequential cell | 256 | 7690
Timing Repair Buffer | 100 | 923
Clock buffer | 35 | 706
Tap cell | 384 | 480
Clock inverter | 14 | 106
Multi-Input combinational cell | 245 | 3890
Fill cell | 2307 | 15100
[kinds of logic after synthesis]
group | count (synthesis)
buffers and inverters | 42
AND-OR/OR-AND | 32
flip-flops | 256
AND/OR/NAND/NOR | 61
multiplexers | 152
Power is estimated from default activity; no workload was simulated.
