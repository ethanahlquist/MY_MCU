**/design/flow/run.sh**
```bash
#!/bin/bash
# OpenROAD 26Q1-2900-gdf79404cd8, Yosys 0.63+post, stock flow scripts
make -C /OpenROAD-flow-scripts/flow DESIGN_CONFIG=/design/flow/config.mk WORK_HOME=/design/flow/orfs finish
```
**/design/flow/config.mk**
```make
export PLATFORM = sky130hd
export DESIGN_NAME = SevSegDisp
export DESIGN_NICKNAME = SevSegDisp
export VERILOG_FILES = /design/flow/design.v
export SDC_FILE = /design/flow/constraint.sdc
export NUM_CORES = 4
export LEC_CHECK = 1
export CORE_UTILIZATION = 50
```
**/design/flow/constraint.sdc**
```tcl
current_design SevSegDisp

set clk_period 3.9
set clk_io_pct 0.2

create_clock -name clk0 -period $clk_period [get_ports {CLK}]

set non_clock_inputs [all_inputs -no_clocks]
set_input_delay [expr $clk_period * $clk_io_pct] -clock clk0 $non_clock_inputs
set_output_delay [expr $clk_period * $clk_io_pct] -clock clk0 [all_outputs]
```
**/design/flow/design.v**
```verilog
`timescale 1ns / 1ps
module BCD(
    input [15:0] HEX,
    output logic [3:0] THOUSANDS,
    output logic [3:0] HUNDREDS,
    output logic [3:0] TENS,
    output logic [3:0] ONES
    );
    int i;
    always_comb begin
        THOUSANDS = 4'h0;
        HUNDREDS = 4'h0;
        TENS = 4'h0;
        ONES = 4'h0;
        for (i=15; i>=0; i=i-1) begin
            if (THOUSANDS >= 5)
                THOUSANDS = THOUSANDS + 3;
            if (HUNDREDS >= 5)
                HUNDREDS = HUNDREDS + 3;
            if (TENS >= 5)
                TENS = TENS + 3;
            if (ONES >= 5)
                ONES = ONES + 3;
            THOUSANDS = {THOUSANDS[2:0],HUNDREDS[3]};
            HUNDREDS = {HUNDREDS[2:0],TENS[3]};
            TENS = {TENS[2:0],ONES[3]};
            ONES = {ONES[2:0],HEX[i]};
       end
   end
endmodule
`timescale 1ns / 1ps
module CathodeDriver(
    input CLK,                   
    input [15:0] HEX,
    output logic [7:0] CATHODES,
    output logic [3:0] ANODES
    );
    logic s_clk_500 = 1'b0;              
    logic [1:0] r_disp_digit = 2'b00;    
    logic [19:0] clk_div_counter = 20'h00000;
	always_ff @(posedge CLK) begin
        clk_div_counter = clk_div_counter + 1;
        if ( clk_div_counter == 20'h186A0) begin      
            clk_div_counter = 20'h00000;
            s_clk_500 = ~s_clk_500;          
        end
    end
    always_ff @(posedge s_clk_500) begin
        case (r_disp_digit)
            2'b00: begin
                ANODES= 4'b1110;  
                case (HEX[3:0])
                    4'b0000: CATHODES = 8'b10000001;  
                    4'b0001: CATHODES = 8'b11001111;  
                    4'b0010: CATHODES = 8'b10010010;  
                    4'b0011: CATHODES = 8'b10000110;  
                    4'b0100: CATHODES = 8'b11001100;  
                    4'b0101: CATHODES = 8'b10100100;  
                    4'b0110: CATHODES = 8'b10100000;  
                    4'b0111: CATHODES = 8'b10001111;  
                    4'b1000: CATHODES = 8'b10000000;  
                    4'b1001: CATHODES = 8'b10001100;  
                    4'b1010: CATHODES = 8'b10001000;  
                    4'b1011: CATHODES = 8'b11100000;  
                    4'b1100: CATHODES = 8'b10110001;  
                    4'b1101: CATHODES = 8'b11000010;  
                    4'b1110: CATHODES = 8'b10110000;  
                    4'b1111: CATHODES = 8'b10111000;  
                    default: CATHODES = 8'b11111111;  
                endcase
            end
            2'b01: begin
                ANODES= 4'b1101;
                case (HEX[7:4])
                    4'b0000: CATHODES = 8'b10000001;
                    4'b0001: CATHODES = 8'b11001111;
                    4'b0010: CATHODES = 8'b10010010;
                    4'b0011: CATHODES = 8'b10000110;
                    4'b0100: CATHODES = 8'b11001100;
                    4'b0101: CATHODES = 8'b10100100;
                    4'b0110: CATHODES = 8'b10100000;
                    4'b0111: CATHODES = 8'b10001111;
                    4'b1000: CATHODES = 8'b10000000;
                    4'b1001: CATHODES = 8'b10001100;
                    4'b1010: CATHODES = 8'b10001000;  
                    4'b1011: CATHODES = 8'b11100000;
                    4'b1100: CATHODES = 8'b10110001;
                    4'b1101: CATHODES = 8'b11000010;
                    4'b1110: CATHODES = 8'b10110000;
                    4'b1111: CATHODES = 8'b10111000;
                    default: CATHODES = 8'b11111111;  
                endcase
            end
            2'b10: begin
                ANODES= 4'b1011;
                case (HEX[11:8])
                    4'b0000: CATHODES = 8'b10000001;
                    4'b0001: CATHODES = 8'b11001111;
                    4'b0010: CATHODES = 8'b10010010;
                    4'b0011: CATHODES = 8'b10000110;
                    4'b0100: CATHODES = 8'b11001100;
                    4'b0101: CATHODES = 8'b10100100;
                    4'b0110: CATHODES = 8'b10100000;
                    4'b0111: CATHODES = 8'b10001111;
                    4'b1000: CATHODES = 8'b10000000;
                    4'b1001: CATHODES = 8'b10001100;
                    4'b1010: CATHODES = 8'b10001000;  
                    4'b1011: CATHODES = 8'b11100000;
                    4'b1100: CATHODES = 8'b10110001;
                    4'b1101: CATHODES = 8'b11000010;
                    4'b1110: CATHODES = 8'b10110000;
                    4'b1111: CATHODES = 8'b10111000;
                    default: CATHODES = 8'b11111111;  
                endcase
            end
            2'b11: begin
                ANODES= 4'b0111;
                case (HEX[15:12])
                    4'b0000: CATHODES = 8'b10000001;
                    4'b0001: CATHODES = 8'b11001111;
                    4'b0010: CATHODES = 8'b10010010;
                    4'b0011: CATHODES = 8'b10000110;
                    4'b0100: CATHODES = 8'b11001100;
                    4'b0101: CATHODES = 8'b10100100;
                    4'b0110: CATHODES = 8'b10100000;
                    4'b0111: CATHODES = 8'b10001111;
                    4'b1000: CATHODES = 8'b10000000;
                    4'b1001: CATHODES = 8'b10001100;
                    4'b1010: CATHODES = 8'b10001000;  
                    4'b1011: CATHODES = 8'b11100000;
                    4'b1100: CATHODES = 8'b10110001;
                    4'b1101: CATHODES = 8'b11000010;
                    4'b1110: CATHODES = 8'b10110000;
                    4'b1111: CATHODES = 8'b10111000;
                    default: CATHODES = 8'b11111111;  
                endcase
            end
            default: begin       
                ANODES = 4'hF;
                CATHODES = 8'hFF;
                r_disp_digit = 2'b00;
            end
        endcase
        r_disp_digit = r_disp_digit + 1;
    end
endmodule
`timescale 1ns / 1ps
module SevSegDisp(
    input CLK,               
    input MODE,              
    input [15:0] ALU_VAL,
    output [7:0] SSEG,
    output [3:0] SSEG_EN
    );
    logic [15:0] BCD_Val;
    logic [15:0] Hex_Val;
    BCD BCDMod (.HEX(ALU_VAL), .THOUSANDS(BCD_Val[15:12]),
                .HUNDREDS(BCD_Val[11:8]), .TENS(BCD_Val[7:4]),
                .ONES(BCD_Val[3:0]));
    CathodeDriver CathMod (.HEX(Hex_Val), .CLK(CLK), .CATHODES(SSEG),
                            .ANODES(SSEG_EN));
    always_comb begin
        if (MODE == 1'b1)
            Hex_Val = BCD_Val;
        else
            Hex_Val = ALU_VAL;
    end
endmodule
```
==> impl.org <==
#+TITLE: Implementation results

** Job
- Tool Warnings :: ~56
- The run reported a max-capacitance violation count of 0.

** Synth
- Aoi/oai-family share of the synthesized area :: 37.4%
- Synthesized netlist cell count :: roughly 1.1k
- Grouping non-sequential cells by family puts the most area in AND-OR/OR-AND gates.
- Top-count cell post-synth :: sky130_fd_sc_hd__nor2_1
- Share of the synthesized area in the top cell type :: under 10%
- The largest total area in the synthesized netlist belongs to sky130_fd_sc_hd__ha_1.
- Post-synthesis share of cell area spent on full adders, half adders and majority gates :: between 10% and 20%
- The cell-mix breakdown from Yosys lists the simple-gate area share as 26.6%.
- Number of warnings reported in the yosys synthesis log :: 3
- The mapped netlist covers 0.00812 mm^2.
- Yosys reported that registers with async set or reset make up 0%.
- The post-synth count of flops with an enable pin is 1.
- Post-synthesis register bit count :: 34
- Counting distinct cell types in the post-synthesis netlist gives roughly 120.
- Sequential-to-total area share from yosys stat :: 8.51%
- By count the netlist is led by sky130_fd_sc_hd__nor2_1 (103), sky130_fd_sc_hd__nand2_1 (87), sky130_fd_sc_hd__inv_1 (79).
- Synth Area in XOR/XNOR :: between 4 and 5%
- Yosys stat area :: between 0.008 and 0.009 mm^2
- Most used flip-flop cell :: sky130_fd_sc_hd__dfxtp_1
- Ranked by total cell area, the synthesized netlist is headed by sky130_fd_sc_hd__ha_1 (9.9%), sky130_fd_sc_hd__dfxtp_1 (8.1%), sky130_fd_sc_hd__nor2_1 (4.8%).
- A synthesized cell averages 7.19 um^2.
- Number of cells in Yosys stat :: 1129
- Synth mux share :: 5.33%

** Critical path
- The worst register-to-register path has a depth of 8.
- CP Launch Type :: register
- STA lists the endpoint of the worst register-to-register path as CathMod.s_clk_500.
- The slowest stage of the critical path is the sky130_fd_sc_hd__nor4bb_1 cell.
- Among all stages on the critical path, the maximum delay recorded is about 0.42 ns.
- Max fanout on the critical path was recorded as 5.
- At the worst endpoint, the arrival time is 2.43 ns.
- Worst setup slack for register-to-register paths :: ~1.4 ns
- The startpoint identified for the worst register-to-register timing path is CathMod.clk_div_counter[2].
- Cell breakdown of the critical path :: nand3_1 -> nor2_1 -> nand3_1 -> nor2_1 -> xor2_1 -> nor4b_1 -> nor4bb_1 -> buf_4
- The critical path is of the register to register type.
- According to the timing report, the data required time at the worst endpoint equals 3.86 ns.
- Sort of element at the end of the critical path :: register

** Route
- In the post-route report, total wirelength is listed as 19.7 mm.
- In the routed netlist, the antenna diode instances number 0.
- # DRC :: 0
- The detail route stage leaves a number of antenna-violating nets equal to 0.
- The first detailed-routing pass ran for 5 iterations.
- Via count :: between 8k and 9k
- Via density per instance :: between 6 and 7
- DRC violation total after the first TritonRoute iteration :: 600
- The script logs the mean routed wire length per placed instance as between 10 and 15 um.

** Timing
- The final max-slew violation count recorded for this run is 0.
- Setup TNS :: 0 ns
- WHS :: between 0.4 and 0.5 ns
- The clock arrives with a little over 0.004 ns of skew.
- 24 endpoints have no timing constraint.
- Setup repair after global routing left no endpoint under its margin.
- For the pin with the worst max-slew slack, the measured transition is 0.887 ns.
- The timer found 13 register pins that no clock reaches; their paths are not timed.
- Final clock period utilization by the worst path :: a little over three fifths
- Endpoints failing setup :: 0
- The worst-case max-slew headroom was logged as 40.9%.
- The final timing report lists a hold violation count of 0.
- Final critical-path required period :: 2.47 ns
- Based on the critical path, the design can be clocked at up to 405 MHz.

** Clock network
- Worst-Skew Late Latency :: 0.25 ns
- Number of buffers inserted during clock tree synthesis :: 3
- Setup repair bufs after CTS :: 0
- In this run the number of H-tree levels came out at 1.
- The number of hold buffers added after CTS was 0.
- Per the CTS log, the buffer count on the longest clock path is 2.
- Clock root cell :: sky130_fd_sc_hd__clkbuf_16
- TritonCTS built the clock tree.
- Looking at the worst setup and hold paths, the clock pins of their registers show a slew of 0.06 ns.
- In this run, post-CTS repair resized a total of 0 instances.

** Floorplanning
- Die X-Extent :: about 130 um
- The die is 129 um tall.
- Site Rows :: between 40 and 50
- Placeable core region :: roughly 0.016 mm^2
- Number of I/O pins :: 30
- Die Size :: ~0.017 mm^2
- In the floorplan report the effective utilization is between 50 and 60%.

** Worst hold path
- Worst-case hold path end point :: CathMod.clk_div_counter[19]
- The most critical min-delay path falls under register to register.
- Critical hold path startpoint :: CathMod.clk_div_counter[19]
- Hold analysis shows the worst path with a depth of 1.

** Placement
- In this run the tool buffered the top-level ports with 28 buffer cells.
- GP Congestion :: around 0.93
- HPWL after DPL :: 15.5 mm

** Cells and area
- Fraction of final layout cells sized beyond drive strength 1 :: 7.82%
- The area growth from synthesis to layout is 5.07%.

** GRT
- The first global-routing pass estimated around 34 mm of wire.
- Global-route usage over all layers :: between 20 and 25%
- Remaining global-route overflow :: 0
- Maximum number of pins on one net before global-route repair :: 29
- The number of antenna violations at the first check in global routing was 0.
- Vias in the first global route :: 7190

** Run status
- Outcome :: complete, no violations
## flip-flops by register name, indices dropped and copies added (netlist names)
register	flops
CathMod.r_disp_digit	2
CathMod.ANODES	4
CathMod.CATHODES	7
CathMod.clk_div_counter	20
CathMod.s_clk_500	1
## cell usage in the layout (no fill, tap or decap), drive strengths merged, types with 12 or more instances in the layout
cell,n
nor4,15
a21o,17
a211oi,18
nand4,14
mux2i,32
inv,82
clkdlybuf4s50,28
xnor2,28
a221oi,14
nor3,42
o31ai,12
nand2,89
nor2,108
or3,14
o21ai,60
nand3,51
and3,19
ha,64
dfxtp,33
a31oi,24
o211ai,30
a21oi,64
## critical path, delay by kind of cell, from the launching register on
kind | cells | cell delay [ns]
xor+xnor | 1 | 0.12
buf+inv | 1 | 0.22
flops | 1 | 0.38
simple gates | 6 | 1.46
## worst max path at each step
| stage | start | endpoint | slack (ns) | cells after the start |
|---|---|---|---|---|
| global route | CathMod.clk_div_counter[2] | CathMod.s_clk_500 | 1.17 | 11 |
| CTS | CathMod.clk_div_counter[2] | CathMod.s_clk_500 | 1.40 | 8 |
| finish | CathMod.clk_div_counter[2] | CathMod.s_clk_500 | 1.43 | 8 |
## logic make-up after synthesis
kind of cell             after synthesis
flip-flops                            34
AND/OR/NAND/NOR                      423
XOR/XNOR                              39
adder cells (fa/ha/maj)               65
multiplexers                          41
buffers and inverters                139
other                                  1
AND-OR/OR-AND                        387
## final cells by class
| class | instances | area (um^2) |
|---|---|---|
| Multi-Input combinational cell | 956 | 6840 |
| Clock buffer | 3 | 75.1 |
| Tap cell | 216 | 270 |
| Fill cell | 1574 | 7360 |
| Timing Repair Buffer | 35 | 333 |
| Sequential cell | 34 | 691 |
| Clock inverter | 1 | 5.00 |
| Inverter | 84 | 315 |
## per-stage QoR
step | util [%] | setup slack [ns] | cell area, um^2 | cells
2_1_floorplan | - | 1.67 | 8120 | 1129
3_3_place_gp | 53.2 | 1.44 | 8450 | 1325
3_5_place_dp | 53.2 | 1.43 | 8450 | 1325
4_1_cts | 53.7 | 1.40 | 8530 | 1329
5_1_grt | 53.7 | 1.17 | 8530 | 1329
6_report | 53.7 | 1.43 | 8530 | 1329
## metal layers
metal	global-route usage, %	vias up	part of all wire, %
met2	38.3	189	44
met5	0	-	0
met3	1.14	14	3.6
met4	2.74	0	0.85
li1	-	4309	-
met1	38.4	3788	52
