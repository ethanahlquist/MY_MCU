==> flow/design.v <==
`timescale 1ns / 1ps
module scratchRAM(
    input WE,CLK,
    input [9:0] DATA_IN,
    input [7:0] ADDR,
    output logic [9:0] DATA_OUT
    );
    logic [10:0] ram [0:255];
    initial
    begin
      int i;
      for (i=0; i<256; i++) begin
        ram[i] = 0;
      end
    end
    always_comb
    begin
        DATA_OUT = ram[ADDR];
    end
    always_ff @(posedge CLK)
    begin
        if (WE == 1)begin
            ram[ADDR] <= DATA_IN;
        end
    end
endmodule
==> flow/run.sh <==
#!/bin/bash
# OpenROAD 26Q1-2900-gdf79404cd8, Yosys 0.63+post, stock flow scripts
make -C /OpenROAD-flow-scripts/flow DESIGN_CONFIG=/design/flow/config.mk WORK_HOME=/design/flow/orfs finish
==> flow/config.mk <==
export PLATFORM = sky130hd
export DESIGN_NAME = scratchRAM
export DESIGN_NICKNAME = scratchRAM
export VERILOG_FILES = /design/flow/design.v
export SDC_FILE = /design/flow/constraint.sdc
export NUM_CORES = 4
export LEC_CHECK = 1
export CORE_UTILIZATION = 50
==> flow/constraint.sdc <==
current_design scratchRAM

set clk_period 23.2
set clk_io_pct 0.2

create_clock -name clk0 -period $clk_period [get_ports {CLK}]

set non_clock_inputs [all_inputs -no_clocks]
set_input_delay [expr $clk_period * $clk_io_pct] -clock clk0 $non_clock_inputs
set_output_delay [expr $clk_period * $clk_io_pct] -clock clk0 [all_outputs]
==> results.txt <==
run metrics: largest register by flop count=ram, CP peak stage delay=~0.73 ns, WP data required=18.56 ns, HPWL after DPL=142000 um, Storage cell area=slightly below 0.08 mm^2, sw frac=0.206, worst vdd ir=between 0.06 and 0.07 mV, internal power=between 7 and 8 mW, Max Slew Vio Count=0, # clock sinks=roughly 2600, Placeable Area=just under 0.2 mm^2, synthesis area per yosys=between 0.09 and 0.1 mm^2, Reg power frac=0.534, CTS resizes=0, Max FO, Critical Path=just under 70, Post-CTS Setup Bufs=0, Synthesis Warnings=1, Min Hold Slack=4.13 ns, Critical Path Source=ADDR[0], initial antenna violation count=4, global-route wire length before repair=around 350000 um, Comb pwr share=0.045, run status=finished, final reports clean, cell leakage power=between 30 and 40 nW, Top Registers=ram x2560, Std-Cell Rows=~160, Final Hold Vio Count=0, yosys cell count=~4300, Largest register FFs=about 2600, largest net degree at the start of global routing=roughly 110, CP Launch Type=primary input, DRT Pass-1 Iters=5, Via density=6.24, CTS tree=built, Mapped Cells=between 4000 and 5000, slowest stage cell, crit path=o41ai_1, OpenROAD warnings=29, max_slew headroom=0.199, fmax=about 0.066 GHz, cycle use final=0.651, H-Tree Depth=5, logic area=around 0.020 mm^2, Chip Height=about 440 um, CP most frequent cell=buf_4, synthesized area per cell=22.5 um^2, metal1 wirelength=~80000 um, Mapped Area=roughly 0.1 mm^2, measured slew at the worst slew-check pin=1.19 ns, worst hold path class=in -> reg, vias in the first global route=51400, Worst setup EP type=primary output, Yosys reg bits=2560, CTS buffer count=approximately 280, GP Congestion=between 0.8 and 0.9, post-route DRC violation count=0, crit-path leading delay family=buffers and inverters, Arr. time, crit path=between 10 and 15 ns, clock-pin slew on the worst setup and hold paths=0.06 ns, all-layer global routing usage=0.284, routed vias=46600, endpoints failing setup=0, # IOs=30, Fin Setup TNS=0 ns, CTS root buffer=clkbuf_16, PwrDens=between 80 and 90 mW/mm^2, filler instances=13600, register share after synthesis=0.789, Worst Min Path Start=DATA_IN[5], 1st-iter DRT viols=around 2800, Clock Path Buffers=4, WS Path Type=in -> out, ANT nets after route=0, Core Util at FP=0.505, clock power share=0.422, critical path, cell by cell=buf_8 -> buf_4 -> buf_12 -> buf_4 -> buf_4 -> mux4_2 -> a22oi_1 -> a21oi_1 -> o41ai_1 -> nand4_1 -> clkdlybuf4s50_1, power consumption=around 9.6 mW, die width=443 um, sw power=approximately 2 mW, RSZ-0062 raised after global routing=no, WL per Instance=around 32 um, PortBufs=29, CTS Hold Bufs=0, met2 wire len=between 100000 and 150000 um, synth-to-layout area growth=14.0%, metal3 WL=39700 um, Worst Path Buf+Inv=6, max_cap viols=0, Top Metal Used=met5, Cell Type Count=22, DIE AREA=slightly below 0.2 mm^2, share of cells above drive strength 1=0.286, grt total ovfl=0, drt total wl=around 240000 um, minimum clock period after layout=around 15 ns
==> area by class of cell <==
cell class	count	area share
tap	2526	0.0285
sequential	2560	0.692
multi-input combinational	1492	0.176
clock inverter	103	0.00648
antenna	3	0.0000676
clock buffer	353	0.0667
inverter	1	0.0000338
timing repair buffer	427	0.0306
==> placed cells by master (no fill, tap or decap), types with 3 or more instances in the layout <==
cell and instances:
nand3_1 10, diode_2 3, clkinvlp_4 3, nand2_1 27, nor3_1 25, clkdlybuf4s50_1 17, edfxtp_1 2560, nor3_2 5
a21oi_1 160, nor2_1 231, clkinv_1 59, a22oi_1 320, clkbuf_16 286, clkinv_2 22, nand3_2 3, nor2b_1 4
o41ai_2 13, o41ai_1 27, buf_4 393, buf_8 12, nand4_1 10, mux4_2 640, bufinv_16 9, clkbuf_1 67
inv_6 8, buf_12 5, nand2b_1 4
==> metrics by stage <==
| stage | std cells | cell area, um^2 | util | setup slack (ns) |
|---|---|---|---|---|
| detailed placement | 7006 | 103000 | 0.533 | 7.80 |
| global placement | 7006 | 103000 | 0.533 | 7.71 |
| CTS | 7462 | 111000 | 0.576 | 7.78 |
| floorplan | 4328 | 97400 | - | 12.08 |
| finish | 7465 | 111000 | 0.576 | 8.09 |
| global route | 7464 | 111000 | 0.576 | 7.58 |
==> cell usage after synthesis <==
master,number,area share
buf_4,16,0.0012
buf_1,24,0.00092
or2_2,2,0.00013
inv_1,1,0.000038
mux4_2,640,0.15
buf_6,5,0.00058
a21oi_1,160,0.0082
nor3_1,30,0.0015
edfxtp_1,2560,0.79
o41ai_1,40,0.0036
or3_1,1,0.000064
nor2_1,232,0.0089
clkbuf_1,178,0.0069
buf_2,52,0.0027
nand2_1,28,0.0011
nor2b_1,7,0.00045
and2_1,2,0.00013
nand2b_1,6,0.00039
nand3_1,13,0.00067
nand4_1,10,0.00064
and2_0,1,0.000064
a22oi_1,320,0.025
==> power by group through the flow <==
stage         registers (mW)  logic [mW]  clock network (mW)
CTS                     5.10       0.436                4.11
global route            5.10       0.462                4.28
finish                  5.10       0.429                4.03
==> per-layer routing <==
layer,track usage,up-vias
li1,-,19400
met1,0.404,23900
met2,0.394,2777
met3,0.202,430
met4,0.0657,18
met5,0.0142,-
==> path summary, 6_finish.rpt <==
path,endpoint,cells past startpoint
setup / recovery,DATA_OUT[2],11
hold / removal,ram[65][5]$_DFFE_PP_,1
==> cell families (layout without fill, tap and decap cells) <==
group / Yosys count / count (layout) / share of synthesized area
buffers and inverters: 276 / 884 / 0.0123
multiplexers: 640 / 640 / 0.148
other: 0 / 3 / 0
AND-OR/OR-AND: 520 / 520 / 0.0365
AND/OR/NAND/NOR: 332 / 332 / 0.0141
flip-flops: 2560 / 2560 / 0.789
No activity file was given, so power comes from the tool's default toggle rates.
